===== design/flow/run.sh =====
#!/bin/bash
# OpenROAD 26Q1-2900-gdf79404cd8, Yosys 0.63+post, stock flow scripts
make -C /OpenROAD-flow-scripts/flow DESIGN_CONFIG=/design/flow/config.mk WORK_HOME=/design/flow/orfs finish

===== design/flow/design.v =====
module ALU 
#(parameter DATA_WIDTH = 32)(
  input [DATA_WIDTH-1:0] in_a, 
  input [DATA_WIDTH-1:0] in_b,
  input [3:0] alu_func,
  output reg [DATA_WIDTH-1:0] result,
  output reg check 
);
always @(*) begin
  case (alu_func)
    4'b0000:  result = in_a +  in_b; 
    4'b0001:  result = in_a -  in_b;
    4'b0010:  result = in_a ^  in_b;
    4'b0011:   result = in_a |  in_b;
    4'b0100:  result = in_a &  in_b;
	4'b0101: result = in_a << in_b[4:0];
    4'b0110: result = in_a >> in_b[4:0];
    4'b0111: result = $signed(in_a) >>> in_b[4:0];
    4'b1000: result = ($signed(in_a) < $signed(in_b)) ? 1:0;
    4'b1001: result = (in_a < in_b) ? 1:0;
    default:  result = 32'h0000_0000;
  endcase
end
always @(*) begin
  case (alu_func)
	4'b0000: check = (in_a == in_b) ? 0:1;
    4'b0001: check = (in_a == in_b) ? 1:0;
	4'b1000: check = ($signed(in_a) < $signed(in_b)) ? 1:0;
	4'b1010: check = ($signed(in_a) >= $signed(in_b)) ? 1:0;
	4'b1001: check = (in_a < in_b) ? 1:0;
	4'b1011: check = (in_a >= in_b) ? 1:0;
	default:  check = 1'b0;
  endcase
end
endmodule

===== design/flow/config.mk =====
export PLATFORM = sky130hd
export DESIGN_NAME = ALU
export DESIGN_NICKNAME = ALU
export VERILOG_FILES = /design/flow/design.v
export SDC_FILE = /design/flow/constraint.sdc
export NUM_CORES = 4
export LEC_CHECK = 1
export CORE_UTILIZATION = 50

===== design/flow/constraint.sdc =====
current_design ALU

set clk_period 14.3
set clk_io_pct 0.2

create_clock -name clk0 -period $clk_period

set non_clock_inputs [all_inputs -no_clocks]
set_input_delay [expr $clk_period * $clk_io_pct] -clock clk0 $non_clock_inputs
set_output_delay [expr $clk_period * $clk_io_pct] -clock clk0 [all_outputs]

==> ci_impl_report.md <==
## PnR job results

| Metric | Value |
|---|---|
| Area after DPL | 9370 um2 |
| Setup TNS | 0 ns |
| Library cells used by synthesis | 88 |
| Hold Vio Cnt, Final | 0 |
| GRT overflow | 0 |
| Yosys Warn Count | 1 |
| Share of the synthesized area in the top cell type | 14.8% |
| Reg area | 0 um2 |
| Top cells by area | ha_1 (15%), a21oi_1 (8.5%), nor2_1 (6.1%) |
| Post-cts sizing count | 0 |
| Worst slew margin | 39.9% |
| Chip area | 17400 um2 |
| Worst Path Arrival | 7.36 ns |
| Synth Area per Inst | 6.75 um2 |
| Core region area | 16500 um2 |
| Crit path time final | 10.22 ns |
| Status | finished clean |
| DRC viols | 0 |
| Clk_buf instances | 0 |
| Cell family with most CP delay | AND-OR/OR-AND gates |
| Most common cell in the netlist | a21oi_1 |
| Final Max Slew Viols | 0 |
| Cell taking the most area after synthesis | ha_1 |
| CP Cell Sequence | clkdlybuf4s50_1 > buf_4 > inv_1 > ha_1 > o211ai_1 > a21oi_1 > o211ai_1 > a2111oi_1 > nor3_1 > nand2_1 > a31oi_1 > and3_1 > o31ai_1 > clkdlybuf4s50_1 |
| DR vias | 10100 |
| Largest net degree at the start of global routing | 79 |
| Layout cell share with drive strength beyond 1 | 7.77% |
| Yosys Chip Area | 8460 um2 |
| GRT Util Overall | 42.6% |
| Final period util | 71.5% |
| Layout area overhead | 10.8% |
| RSZ-0062 raised after global routing | false |
| Die Width | 132 um |
| 1st-pass router iterations | 6 |
| Post-layout util | 56.7% |
| Vias in the first global route | 8980 |
| Via density | 6.78 |
| Seq/Total Area, Yosys | 0% |
| Sw Pwr | 0.000232 W |
| WL/cell | 24.8 um |
| Peak VDD IR | 0.0291 mV |
| Detailed Place HPWL | 29.2 mm |
| First-pass GRT wire length | 55.4 mm |
| Switch share | 60.8% |
| Synthesized area | 8460 um2 |
| Init Core Util | 51.2% |
| I/O Pins | 101 |
| Die Ht | 132 um |
| Hold WC Path Type | in2out |
| Achievable Freq | 97.8 MHz |
| Hold Crit Start | alu_func[0] |
| Ys cells | 1252 |
| Stage-log warning count | 101 |
| Largest stage delay, worst path | 0.81 ns |
| Post-CTS Repair Setup Buffers | 0 |
| Initial antenna violation count | 0 |
| Initial detailed-routing violation count | 1250 |
| Final instance area | 9370 um2 |
| Actual slew at the worst max-slew pin | 0.901 ns |
| Mapped Cells | 1252 |
| Hold-fix buffers, CTS | 0 |
| Aggregate routed wire length | 37.1 mm |
| Fill cells | 1655 |
| Antenna viol nets, final | 0 |
| Rows | 47 |
| CP Capture Type | output pin |
| Hold Crit Depth | 7 |
| Worst hold endpoint | result[18] |
| CP required | 11.44 ns |
| Peak fanout along the critical path | 46 |
| Flip-flops | 0 |
| Final setup vio count | 0 |
| P_leak | 3.99 nW |
| Slowest cell on crit path | a2111oi_1 |
| P_int | 0.000149 W |
| Final hold slack | 6.87 ns |
| Max-cap violations | 0 |
| RD Place Congestion | 1.05 |
| WP buf/inv | 4 |
| Power per cell area | 40.7 nW/um2 |
| Kind of critical path | in2out |
| Most common library cells after synthesis | a21oi_1 (144), nor2_1 (138), nand2_1 (112), ha_1 (100), inv_1 (94) |
| Crit start category | input port |
| Count of input and output buffers | 101 |
## through the flow
step / power (W) / instances / setup slack (ns)
after floorplan: 0.000238 / 1252 / 5.68
after global placement: 0.000368 / 1494 / 4.19
after detailed placement: 0.000366 / 1494 / 4.19
after CTS: 0.000368 / 1494 / 4.18
after global routing: 0.000406 / 1494 / 3.86
final: 0.000381 / 1495 / 4.08
## routing by layer
layer	track usage [%]	wire, um	vias to the layer above
met3	9.62	4670	70
met5	0	0	-
met1	65.9	16200	4727
met2	60.0	15200	678
met4	9.04	988	0
li1	-	-	4654
## worst max path at each step
stage,slack (ns),from,to,depth (start not counted)
4_1_cts,4.18,in_b[4],result[28],14
5_1_grt,3.86,in_b[4],result[28],14
6_report,4.08,in_b[4],result[28],14
## kinds of logic (layout without fill, tap and decap cells)
group,after synthesis,count (layout),share of synthesized area [%]
adder cells (fa/ha/maj),102,102,15.3
multiplexers,96,96,14.9
buffers and inverters,191,213,9.90
XOR/XNOR,28,28,2.90
AND-OR/OR-AND,460,460,36.7
AND/OR/NAND/NOR,375,375,20.3
other,0,1,0
## placed cells by master, fill, tap and decap left out, types with 5 or more instances in the layout
master,n
a221oi_1,17
mux2i_1,49
o22ai_1,7
nor3_1,22
inv_1,94
nand3_1,26
a211oi_1,22
o21a_1,7
mux2_2,24
a21o_1,14
xnor2_1,24
nor2_1,138
a21oi_1,144
nor4_1,8
o221ai_1,8
a31oi_1,8
or3_1,7
o21bai_1,15
mux4_2,21
o21ai_0,77
ha_1,100
a221o_1,5
buf_4,15
o21ai_1,5
a22oi_1,17
clkdlybuf4s50_1,96
o31ai_1,16
nand4_1,6
and2_1,5
o211ai_1,28
nand2b_1,19
a211o_1,12
nand2_1,112
## power by group through the flow
stage / Clock, W / Combinational, W / Sequential (W)
after CTS: 0 / 0.000368 / 0
after global routing: 0 / 0.000406 / 0
## tightest hold or removal path, cell delays in order
cell             delay [ns]
buf_2                  0.14
o21ai_0                0.10
o22ai_1                0.14
a21oi_1                0.08
o221a_2                0.14
o21ai_0                0.08
clkdlybuf4s50_1        0.46
## layout make-up
class                      count  area (um2)  share of cell area [%]
antenna                        1        2.50                  0.0267
inverter                      98         368                    3.93
multi-input combinational   1061        7630                    81.4
tap                          220         275                    2.94
timing repair buffer         115        1090                    11.7
Power figures rest on the tool's default switching activity, not on a simulated workload.
